==> flow/config.mk <==
export PLATFORM = sky130hd
export DESIGN_NAME = pwm_sequencer
export DESIGN_NICKNAME = pwm_sequencer
export VERILOG_FILES = /design/flow/design.v
export SDC_FILE = /design/flow/constraint.sdc
export NUM_CORES = 4
export LEC_CHECK = 1
export CORE_AREA = 10 10 100 100
export DIE_AREA = 0 0 110 110
==> flow/constraint.sdc <==
current_design pwm_sequencer

set clk_period 4.0
set clk_io_pct 0.2

create_clock -name clk0 -period $clk_period [get_ports {i_clk}]

set non_clock_inputs [all_inputs -no_clocks]
set_input_delay [expr $clk_period * $clk_io_pct] -clock clk0 $non_clock_inputs
set_output_delay [expr $clk_period * $clk_io_pct] -clock clk0 [all_outputs]
==> flow/design.v <==
`default_nettype none
module pwm_sequencer (
  input wire        i_clk,
  output wire [7:0] o_top,
  output wire       o_top_valid,
  output wire [8:0] o_compare,
  output wire       o_compare_valid
);
  localparam STEP = 97_276;  
  localparam STEP_WIDTH = $clog2(STEP);
  reg [STEP_WIDTH-1:0]   r_step_count = 0;
  reg [8:0]   r_compare = 0;
  reg [1:0]   r_phase = 0;
  assign o_top = 8'hff;
  wire w_valid = r_step_count == 0;
  assign o_top_valid = w_valid;
  assign o_compare_valid = w_valid;
  reg [8:0] r_output;
  always @(*) begin
    case (r_phase)
    2'd0: r_output = 9'h000;
    2'd1: r_output = r_compare;
    2'd2: r_output = 9'h100;
    2'd3: r_output = 9'h100 - r_compare;
    endcase
  end
  assign o_compare = r_output;
  always @(posedge i_clk) begin
    if (r_step_count == STEP-1) begin
      r_step_count <= 0;
      if (r_compare == 9'h100) begin
        r_compare <= 0;
        r_phase <= r_phase + 1;
      end else begin
        r_compare <= r_compare + 1;
      end
    end else begin
      r_step_count <= r_step_count + 1;
    end
  end
endmodule
==> flow/run.sh <==
#!/bin/bash
# OpenROAD 26Q1-2900-gdf79404cd8, Yosys 0.63+post, stock flow scripts
make -C /OpenROAD-flow-scripts/flow DESIGN_CONFIG=/design/flow/config.mk WORK_HOME=/design/flow/orfs finish
==> impl_metrics.tcl <==
# metrics dict for downstream scripts
set metrics [dict create \
    status "finished clean" \
    async_reset_ff_share_pct 0 \
    netlist_area_um2 1690 \
    grt_pass1_wl_mm 5.133 \
    drtAntennaViolNets 0 \
    clock_latency_ns 0.27 \
    first_iter_violations 43 \
    ys.flops 28 \
    grt_pass1_vias 1146 \
    grt_overflow_total 0 \
    hp-class "register to register" \
    setup-tns-final_ns 0 \
    track_usage_pct 5.063 \
    drc 0 \
    placed_area_um2 1851 \
    yosys_cells 191 \
    tightest_slew_ns 0.8163 \
    numPlacedInstances 294 \
    synth_area_per_cell_um2 8.850 \
    clock.fmax_mhz 271.4 \
    grt_max_degree 16 \
    via_per_inst 4.195 \
    fin_worst_skew_ns 0.008103 \
    clockBufferDepth 2 \
    cts_root_buf "clkbuf_8" \
    cp-end-kind "output pin" \
    period_needed_ns 3.685 \
    maxSlewHeadroom_pct 45.17 \
    port_buffers 11 \
    globalplace.congestion 0.8534 \
    slew_violations 0 \
    chip_area_um2 12100 \
    crit_path_max_fanout 7 \
    antenna_found_initial 0 \
    layout_top_cells "nor2_1 (32), dfxtp_1 (17), xor2_1 (12), clkdlybuf4s50_1 (11), edfxtp_1 (11)" \
    dpl.hpwl_mm 2.312 \
    drt_pass1_iterations 4 \
    syn-instance-count 191 \
    finalCritPeriodShare_pct 92.13 \
    peakVddDrop_mv 0.1218 \
    power_density_nw_per_um2 243.0 \
    clock-sinks 28 \
    r2r-start "r_step_count[4]" \
    rows 32 \
    hold_violations 0 \
    cts_made_buffers 3 \
    yosys.stat.seqShare_pct 39.67 \
    vias 1250 \
    p_leak_nw 0.7107 \
    final_cells 298 \
    cts_tree "yes" \
    setup_viol 0 \
    fp.dieH_um 110 \
    ys_warn_count 1 \
    flop_cell "dfxtp_1" \
    initCoreUtil_pct 21.65 \
    max-cap-violations 0 \
    worstSetupStartpoint "r_compare[0]" \
    warnings 30 \
    ys_types 37 \
    die_width_um 110 \
    post_drt_wl_per_cell_um 10.46 \
    n_antenna_cell 0 \
    io_pins 20 \
    drt_wl_total_mm 3.118 \
    synth-edff-count 11 \
    start_kind "register" \
    yosys_area_um2 1690 \
    post-route-cell-area_um2 1912 \
    syn_to_final_growth_pct 13.10 \
    lay_top_count "nor2_1" \
    drive_above_1_share_pct 4.082 \
    hold_start "r_step_count[0]" \
    clk_pin_slew_ns 0.09 \
    h-tree-depth 1 \
    rsz0062_at_grt "no" \
    critical_path_required_ns 3.20 \
    core_area_um2 7807 \
    worstSetupPathType "register to output pin" \
    arrival_ns 2.89 \
]
[Yosys cell counts, types with 2 or more instances]
cell type,instances,area share (%)
nor2_1,32,7.1
dfxtp_1,17,20
xor2_1,12,6.2
edfxtp_1,11,20
inv_1,10,2.2
nand2_1,10,2.2
nand4_1,10,3.7
buf_4,9,4.0
ha_1,9,6.7
nand3_1,9,2.7
xnor2_1,9,4.7
nor4_1,8,3.0
nor3_1,6,1.8
clkbuf_1,5,1.1
a21oi_1,4,1.2
and4_1,3,1.6
nor2b_1,3,1.1
a22oi_1,2,0.89
and3_1,2,0.74
buf_2,2,0.59
o31ai_1,2,0.89
[critical path, stage by stage, from the launching register on]
cell and delay [ns]:
edfxtp_1 0.48, inv_1 0.13, ha_1 0.19, or3b_1 0.42
nor4_2 0.20, nor2b_1 0.20, ha_1 0.25, a221oi_1 0.29
nor2_1 0.06, clkdlybuf4s50_1 0.41
[cell type report]
cell class | count | area, µm²
multi-input combinational | 142 | 903.4
fill | 829 | 5896
inverter | 10 | 37.54
tap | 102 | 127.6
timing repair buffer | 12 | 117.6
clock buffer | 4 | 55.05
sequential | 28 | 670.6
[sequential cells by signal (all words and copies together) (netlist names)]
register	cells
r_step_count	17
r_compare	9
r_phase	2
[through the flow]
| stage | hold slack (ns) | total power, mW | util, % | setup slack [ns] |
|---|---|---|---|---|
| final | 0.4958 | 0.4646 | 24.49 | 0.3150 |
| after floorplan | 0.4482 | 0.3059 | - | 1.168 |
| after CTS | 0.4988 | 0.4753 | 24.41 | 0.1953 |
| after detailed placement | 0.4770 | 0.3010 | 23.70 | 0.5207 |
| after global placement | 0.4689 | 0.3011 | 23.70 | 0.6035 |
| after global routing | 0.5421 | 0.4847 | 24.49 | 0.05629 |
[metal layers]
layer,track usage (%),wire (µm),up-vias
met5,0,0,-
met1,7.353,1604,567
met2,7.578,1288,22
met3,1.704,226,0
li1,-,-,661
met4,0.1859,0,0
[final timing paths]
kind | slack [ns] | cells after the start | end
max | 0.31 | 9 | o_compare[8]
min | 0.50 | 1 | r_step_count[0]
max reg2reg | 1.55 | 5 | r_phase[0]
min reg2reg | 0.50 | 1 | r_step_count[0]
[repair_timing]
item | CTS | global route
buffers inserted | 0 | 0
endpoints found under the setup margin | 0 | 1
resized | 0 | 1
hold buffers | 0 | 0
[power breakdown]
part,internal [mW],switching (mW),total [mW]
Combinational,0,0.000381,0.000381
Sequential,0.294,0,0.294
Clock,0.0880,0.0825,0.171
[logic make-up after synthesis]
kind of cell / Yosys count / share of synthesized area [%]
simple gates: 88 / 27.17
buf+inv: 28 / 8.808
flops: 28 / 39.67
xor+xnor: 21 / 10.88
compound gates: 16 / 6.588
fa+ha+maj: 9 / 6.662
other cells: 1 / 0.2218
No activity file was given, so power comes from the tool's default toggle rates.
